==> /design/flow/config.mk <==
export PLATFORM = sky130hd
export DESIGN_NAME = pinc_FSM
export DESIGN_NICKNAME = pinc_FSM
export VERILOG_FILES = /design/flow/design.v
export SDC_FILE = /design/flow/constraint.sdc
export NUM_CORES = 4
export LEC_CHECK = 1
export CORE_UTILIZATION = 30
==> /design/flow/constraint.sdc <==
current_design pinc_FSM

set clk_period 6.1
set clk_io_pct 0.2

create_clock -name clk0 -period $clk_period [get_ports {clk}]
create_clock -name clk1 -period $clk_period [get_ports {init}]

set non_clock_inputs [all_inputs -no_clocks]
set_input_delay [expr $clk_period * $clk_io_pct] -clock clk0 $non_clock_inputs
set_output_delay [expr $clk_period * $clk_io_pct] -clock clk0 [all_outputs]
==> /design/flow/design.v <==
`timescale 1ns / 1ps
module pinc_FSM(
    input clk,
    input init,
    input gen,
    input[31:0] delay,
    output [15:0] pinc,
    output m_axis_tvalid
);
    reg [15:0] pinc_array [500:0];  
    parameter[0:0] OFF = 0;
    parameter[0:0] ON = 1;
    reg state = OFF;
    integer i;
    integer j;
    integer k;
    reg valid;
    parameter [15:0] pinc_min= 5086;
    parameter [15:0] pinc_max= 5400;
    parameter [15:0] num_increments = pinc_max-pinc_min;
    reg [15:0] pinc_out;
    reg[31:0] dly = 26;
    assign  pinc = pinc_out;
    assign m_axis_tvalid = valid;
    always@(posedge init) begin
        dly = delay;
        for (i = 0 ; i <= num_increments ; i = i+1)
            begin
                pinc_array[i] = pinc_min + i;
            end
    end
    always@ (posedge clk) begin
        case(state)
            OFF: begin
                if (gen) state = ON;
                pinc_out = 0;
                valid = 0;
                j  = 0;
                k = 0;
            end
            ON: begin
                valid = 1;
                if (k<delay) begin
                    k = k + 1;
                    pinc_out  = pinc_array[j];
                end
                else if (j >= num_increments) state = OFF;
                else begin
                    j = j + 1;
                    k = 0;
                end
            end
        endcase
    end
endmodule
==> /design/flow/run.sh <==
#!/bin/bash
# OpenROAD 26Q1-2900-gdf79404cd8, Yosys 0.63+post, stock flow scripts
make -C /OpenROAD-flow-scripts/flow DESIGN_CONFIG=/design/flow/config.mk WORK_HOME=/design/flow/orfs finish
==> impl_metrics.json <==
{
  "finalSetupViolCount": 0,
  "grt_max_degree": 61,
  "dpl.cell_count": 1255,
  "grt_pass1_vias": 6848,
  "final_cells": 1271,
  "final_common_cell": "nor2_1",
  "crit_arrival_ns": 4.08,
  "yosys-stat-cells": 932,
  "synth-edff-count": 76,
  "die_height_um": 161,
  "cts_tree": "yes",
  "postCtsSetupBuffers": 0,
  "ys.flops": 78,
  "path_max_fanout": 17,
  "cts_max_level": 3,
  "cts_buffer_depth": 2,
  "overflow": 0,
  "p_per_area_nw_per_um2": 164,
  "antenna_found_initial": 0,
  "async_flop_share_pct": 0,
  "hold_buffers": 0,
  "ctsRootBufferMaster": "clkbuf_16",
  "die_area_um2": 25800,
  "fin_util_pct": 34.6,
  "drtIter0Drc": 749,
  "ir_worst_vdd_uv": 148,
  "io_pins": 52,
  "drc_errors": 0,
  "synth_area_leader_cell": "edfxtp_1",
  "yosysWarnings": 2978,
  "io_buffers": 46,
  "hold_violations": 0,
  "synth_cells": 932,
  "nFillCells": 2491,
  "topCellsByArea": "edfxtp_1 30%, ha_1 6.1%, nor2_1 5.9%",
  "syn_area_um2": 7540,
  "rsz0062_at_grt": "false",
  "grt_usage_pct": 20.0,
  "ant_nets": 0,
  "grt_pass1_wl_um": 39200,
  "core_area_um2": 24500,
  "seq_area_um2": 2320,
  "clock-sinks": 78,
  "fp-utilization_pct": 30.8,
  "final.setup.tns_ns": 0,
  "warning_count": 31,
  "max-slew-margin-rel_pct": 44.2,
  "outcome": "finished, final reports clean",
  "vias": 7287,
  "core.rowCount": 57,
  "fin_worst_skew_ns": 0.0174,
  "cp-end-kind": "register",
  "synth_seq_share_pct": 30.8,
  "first_pass_iters": 5,
  "worst_ep_required_time_ns": 6.15,
  "maxCapViolations": 0,
  "gp_congestion": 1.03,
  "synthFlopType": "edfxtp_1",
  "layout_top_cells": "119 x nor2_1, 96 x nand2_1, 76 x edfxtp_1, 61 x a21oi_1, 46 x clkdlybuf4s50_1",
  "wl_um": 24900,
  "tightest_slew_ns": 0.837,
  "area_delta_synth_final_pct": 12.1,
  "syn_avg_cell_area_um2": 8.10,
  "clk_pin_slew_ns": 0.06,
  "die_x_um": 161,
  "avgViaCountPerCell": 5.73,
  "drv_slew": 0,
  "ys_types": 93,
  "antenna-diode-count": 0,
  "start_kind": "register",
  "drive_gt1_share_pct": 7.07,
  "wire_per_inst_um": 19.6,
  "mi_logic_area_um2": 4690,
  "hp-class": "reg2reg",
  "ys_chip_area_um2": 7540,
  "yosysTopAreaCellShare_pct": 30.2,
  "cts_resized": 0,
  "cts_buffers": 9,
  "dpl.hpwl_um": 17500,
  "leakagePower_uw": 0.00323,
  "crit_type": "reg2reg"
}
## state kept, by name (all words and copies together) (netlist names)
name and cells:
valid 1, pinc_out 12, k 32, state 1, j 32
## stage by stage
step	hold slack [ns]	total power (uW)	cell area, um^2	worst slack (ns)
CTS	0.566	1400	8460	2.35
detailed placement	0.558	841	8150	1.99
global route	0.580	1450	8460	2.02
global placement	0.559	839	8150	2.00
finish	0.564	1380	8460	2.07
floorplan	0.383	782	7560	2.59
## final timing paths
check,start,to,slack (ns),depth (start not counted)
max reg2reg,j[0],pinc_out[2],2.07,10
min,state,valid,0.56,1
max,j[0],pinc_out[2],2.07,10
min reg2reg,state,valid,0.56,1
## synth_stat cells (3+ instances only)
cell / instances
or2_2: 6
o22ai_1: 14
nand2_1: 96
a211oi_1: 11
or2_1: 5
and3_1: 18
a31oi_1: 11
nand4b_1: 4
nor3_1: 16
nand4_1: 22
a32oi_1: 5
a21o_1: 22
o31ai_1: 7
nor3_2: 4
or3_1: 12
inv_2: 3
o21ai_1: 4
edfxtp_1: 76
nor2b_1: 16
nand2b_1: 19
nor2_2: 4
inv_1: 39
o211ai_1: 3
buf_6: 6
o32ai_1: 3
a21oi_1: 61
buf_2: 25
clkbuf_1: 18
o31a_1: 3
xnor2_1: 22
o21a_1: 3
xor2_1: 31
nand3_1: 36
o2111ai_1: 4
and2_1: 8
ha_1: 37
buf_4: 14
o21ai_0: 33
a22oi_1: 5
nor2_1: 119
nor4_1: 19
a311oi_1: 5
## cell type report
cell class	instances	share of cell area [%]
Multi-Input combinational cell	750	55.5
Timing Repair Buffer	61	6.78
Sequential cell	78	27.5
Clock inverter	7	0.947
Inverter	42	1.86
Clock buffer	9	2.66
Tap cell	324	4.79
## metal layers
metal  vias to the layer above  track usage, %  part of all wire (%)
met4                         0            6.45                   3.8
li1                       3419               -                     -
met2                       371            27.9                    42
met1                      3415            30.4                    45
met5                         -               0                     0
met3                        82            5.16                   9.1
## worst max-delay path, cell delays in order, from the launching register on
cell       delay [ns]
edfxtp_1         0.51
inv_1            0.11
ha_1             0.50
nor2_2           0.50
nor2_1           0.28
o2111ai_1        0.18
a22oi_1          0.12
nor4_1           0.56
nand4b_1         0.18
nor4_1           0.64
a31oi_1          0.16
## cells by family (layout without fill, tap and decap cells)
group	count (synthesis)	count (layout)	synth area share [%]
mux	2	2	0.282
simple gates	430	430	29.6
fa+ha+maj	37	37	6.14
other cells	1	4	0.0497
buf+inv	107	119	7.18
flops	78	78	30.8
compound gates	224	224	19.8
xor+xnor	53	53	6.15
## report_power, final
part / internal [uW] / leakage (uW) / switching, uW / total (uW)
Clock: 321 / 0.000143 / 234 / 556
Combinational: 87.1 / 0.00228 / 74.6 / 162
Sequential: 625 / 0.000807 / 41.9 / 667
No activity file was given, so power comes from the tool's default toggle rates.
